$ cat /design/flow/run.sh
#!/bin/bash
# OpenROAD 26Q1-2900-gdf79404cd8, Yosys 0.63+post, stock flow scripts
make -C /OpenROAD-flow-scripts/flow DESIGN_CONFIG=/design/flow/config.mk WORK_HOME=/design/flow/orfs finish
$ cat /design/flow/config.mk
export PLATFORM = sky130hd
export DESIGN_NAME = logarithm
export DESIGN_NICKNAME = logarithm
export VERILOG_FILES = /design/flow/design.v
export SDC_FILE = /design/flow/constraint.sdc
export NUM_CORES = 4
export LEC_CHECK = 1
export CORE_UTILIZATION = 30
$ cat /design/flow/constraint.sdc
current_design logarithm

set clk_period 6.7
set clk_io_pct 0.2

create_clock -name clk0 -period $clk_period [get_ports {clk}]

set non_clock_inputs [all_inputs -no_clocks]
set_input_delay [expr $clk_period * $clk_io_pct] -clock clk0 $non_clock_inputs
set_output_delay [expr $clk_period * $clk_io_pct] -clock clk0 [all_outputs]
$ cat /design/flow/design.v
module logarithm #(
	parameter n = 8 ,
	parameter m = 16,
	parameter k = 5 ,
	parameter p = 16
) (
	input        clk  ,  
	input        reset,  
	input        start,
	input  [0:n] x    ,
	output [1:p] y    ,
	output       done
);
	reg [2:0] current_state;
	reg [2:0] next_state   ;
	reg       z_gt2        ;
	reg       i_positive   ;
	reg [2:0] sel_z        ;
	reg       load_z       ;
	reg       sel_i        ;
	reg       load_i       ;
	reg       shift_y      ;
	reg       done         ;
	reg  [  m+1:0] z           ;
	wire [  m+1:0] trunc_square;
	wire [  m+1:0] trunc_div   ;
	wire [  m+1:0] z_input     ;
	reg  [  k-1:0] i           ;
	wire [  k-1:0] i_input     ;
	wire [  k-1:0] i_minus_1   ;
	reg  [    1:p] yy          ;
	wire [    m:0] mult_in     ;
	wire [2*m+1:0] mult_out    ;
	assign z_input = (sel_z == 2'd00) ?  {1'b0, x, {(m-n){1'd0}}} :
	(sel_z == 2'd01) ? 	trunc_square :
	trunc_div;
	assign mult_in     = z[m:0];
	assign mult_out     = mult_in * mult_in;
	assign trunc_square = mult_out[2*m+1:m];
	assign trunc_div    = {1'd0, z[m+1:1]};
	always @(posedge clk or negedge reset) begin : proc_z
		if(~reset) begin
			z <= 0;
		end else begin
			if (load_z == 1'b1)
				z <= z_input;
		end
	end
	assign i_input = sel_i ? i_minus_1 : p;
	assign i_minus_1 = i - 1;
	wire [15:0] binary_p = p;
	always @(posedge clk or negedge reset) begin : proc_i
		if(~reset) begin
			i <= 0;
		end else begin
			if (load_i == 1'b1)
				i <= i_input;
		end
	end
	always @(posedge clk or negedge reset) begin : proc_yy
		if(~reset) begin
			yy <= 0;
		end else begin
			if (shift_y == 1'b1)
				yy <= {yy[2:p], z[m+1]};
		end
	end
	always @(posedge clk or negedge reset) begin : proc_current_state
		if(~reset) begin
			current_state <= 0;
		end else begin
			current_state <= next_state;
		end
	end
	assign i_positive = i ? 1 : 0;
	assign z_gt2 = z[m+1];
	assign y = yy;
	always @(*) begin
		next_state = current_state;
		case (current_state)
			3'd0 : begin
				if (~start)
					next_state = 3'd1;
			end
			3'd1 : begin
				if (start)
					next_state = 3'd2;
			end
			3'd2 : begin
				next_state = 3'd3;
			end
			3'd3 : begin
				next_state = 3'd4;
			end
			3'd4 : begin
				if (z_gt2)
					next_state = 3'd5;
				else
					next_state = 3'd6;
			end
			3'd5 : begin
				next_state = 3'd6;
			end
			3'd6 : begin
				if (i_positive)
					next_state = 3'd3;
				else
					next_state = 3'd0;
			end
			default : next_state = 3'd0;
		endcase
	end
	always @(*) begin
		case (current_state)
			3'd0, 3'd1: begin
				sel_z   = 2'b00;
				load_z  = 1'b0;
				sel_i   = 1'b0;
				load_i  = 1'b0;
				shift_y = 1'b0;
				done    = 1'b1;
			end
			3'd2 : begin
				sel_z   = 2'b00;
				load_z  = 1'b1;
				sel_i   = 1'b0;
				load_i  = 1'b1;
				shift_y = 1'b0;
				done    = 1'b0;
			end
			3'd3 : begin
				sel_z   = 2'b01;
				load_z  = 1'b1;
				sel_i   = 1'b1;
				load_i  = 1'b1;
				shift_y = 1'b0;
				done    = 1'b0;
			end
			3'd4 : begin
				sel_z   = 2'b00;
				load_z  = 1'b0;
				sel_i   = 1'b0;
				load_i  = 1'b0;
				shift_y = 1'b1;
				done    = 1'b0;
			end
			3'd5 : begin
				sel_z   = 2'b10;
				load_z  = 1'b1;
				sel_i   = 1'b0;
				load_i  = 1'b0;
				shift_y = 1'b0;
				done    = 1'b0;
			end
			3'd6 : begin
				sel_z   = 2'b00;
				load_z  = 1'b0;
				sel_i   = 1'b0;
				load_i  = 1'b0;
				shift_y = 1'b0;
				done    = 1'b0;
			end
			default : begin
				sel_z   = 2'b00;
				load_z  = 1'b0;
				sel_i   = 1'b0;
				load_i  = 1'b0;
				shift_y = 1'b0;
				done    = 1'b0;
			end
		endcase
	end
endmodule
==> impl_metrics.csv <==
group,metric,value,unit
drt,route.vias.total,7239,
final_layout,final_area,11200,um^2
global_route,grt_pass1_wl,39100,um
sta,rsz0062_at_grt,"no",
global_route,grt.overflow.total,0,
setup_path,cp_max_fo,9,
setup_path,start_kind,"register",
cts,root_buffer,"clkbuf_16",
sta,tns,0,ns
floorplan,dieArea,34800,um^2
power,ir_drop,0.0917,mV
min_path,hold_path.class,"register to register",
sta,timing.final.crit_share,93.3,%
placement,dp_slack,0.388,ns
setup_path,critPathRequiredTime,6.89,ns
power,power_leakage,5.97,nW
placement,dp_hpwl,18500,um
sta,maxSlewViolCount,0,
sta,finalSetupViolCount,0,
drt,wl_per_cell,14.3,um
floorplan,die_y,187,um
floorplan,rows,67,
drt,drt-pass1-iter-count,5,
synthesis,synthTopCellsByArea,"fa_1 37%, ha_1 14%, dfrtp_1 11%",
placement,placed_cell_area,11100,um^2
setup_path,crit_chain,"inv_1 -> nor2_1 -> fa_1 -> fa_1 -> fa_1 -> fa_1 -> fa_1 -> inv_1 -> fa_1 -> inv_1 -> ha_1 -> and3_1 -> o41ai_1 -> a31oi_1 -> o31ai_2 -> xor2_1 -> a221oi_2",
cts,clk_pin_slew,0.07,ns
global_route,antenna_found_initial,0,
min_path,whs_path_depth,1,
synthesis,synth.avg_cell_area,9.20,um^2
synthesis,synth_flops,46,
global_route,groute.usage.overall,14.4,%
job,max-cap-violations,0,
synthesis,flop_cell,"dfrtp_1",
drt,wirelength,22500,um
setup_path,slowest_stage,"dfrtp_1",
sta,timing.fmax,160,MHz
sta,slew_headroom,51.0,%
floorplan,ios,29,
drt,antenna_cells_inserted,0,
run_status,status,"complete, no violations",
cts,cts_buffer_depth,2,
drt,drt_iter0_drc,249,
sta,hold_viol,0,
cts,insertion_delay,0.29,ns
cts,htreeDepth,2,
cts,numCtsBuffers,5,
drt,ant_nets,0,
floorplan,die_w,187,um
synthesis,yosys_warnings,3,
setup_path,worst_path_largest_cell_delay,0.65,ns
synthesis,ys_top_cells_by_count,"284 x inv_1, 188 x fa_1, 113 x ha_1, 112 x nand2_1, 55 x and2_1",
drt,drcViolationCount,0,
power,powerDensity,48.4,nW/um^2
setup_path,reg2reg_slack,0.45,ns
setup_path,worst-path-stages,17,
job,tool_warnings,33,
floorplan,initCoreUtil,30.5,%
synthesis,top_area_cell,"fa_1",
placement,place_congestion,0.951,
sta,fin_crit,6.25,ns
placement,io_buffers,28,
cts,clkSinkCount,46,
synthesis,yosysMostFrequentCell,"inv_1",
sta,skew,0.00914,ns
synthesis,yosysSeqAreaShare,11.3,%
setup_path,cpMostUsedCell,"fa_1",
synthesis,yosys.area.top_type_share,36.8,%
cts,cts_tree,"done",
setup_path,crit_buf_inv,3,
setup_path,worst_setup_path_end_kind,"register",
synthesis,synthArstFlopShare,100,%
final_layout,areaGrowthSynthToFinish,9.76,%
setup_path,path_delay_family,"adder cells",
synthesis,ys_types,63,
final_layout,drive_above_1_share,6.02,%
synthesis,edf_count,0,
floorplan,core,33500,um^2
drt,viasPerCell,4.59,
global_route,grt_max_degree,47,
global_route,grt_pass1_vias,7940,
synthesis,ys_chip_area,10200,um^2
sta,setup_ws,0.450,ns
setup_path,worstPathArrival,6.44,ns
sta,whs,0.477,ns
sta,worstMarginPinSlew,0.734,ns
setup_path,criticalPathCategory,"register to register",
setup_path,reg2reg_depth,17,
synthesis,synthCells,1112,
synthesis,syn-cell-area,10200,um^2
synthesis,ys_cells,1112,
[path summary, 6_finish.rpt]
path | end | start
setup / recovery | z[13]$_DFFE_PN0P_ | z[11]$_DFFE_PN0P_
hold / removal | current_state[2]$_DFF_PN0_ | current_state[4]$_DFF_PN0_
setup reg to reg | z[13]$_DFFE_PN0P_ | z[11]$_DFFE_PN0P_
hold reg to reg | current_state[2]$_DFF_PN0_ | current_state[4]$_DFF_PN0_
max in group asynchronous | z[7]$_DFFE_PN0P_ | reset
min in group asynchronous | yy[4]$_DFFE_PN0P_ | reset
[sequential cells by signal (all words and copies together), names as in the netlist]
name	flops
yy	16
i	5
current_state	7
z	18
[layout make-up]
type                            count  area, um^2
Sequential cell                    46        1150
Clock buffer                        5         125
Clock inverter                      3        25.0
Fill cell                        3448       22300
Tap cell                          448         561
Timing Repair Buffer               50         440
Inverter                          284        1070
Multi-Input combinational cell    742        7860
[power breakdown]
part	switching (mW)	leakage [nW]	total, mW	internal (mW)
clock network	0.113	0.0704	0.254	0.140
registers	0	0.606	0.278	0.278
logic	0.00689	5.30	0.0127	0.00578
total	0.120	5.97	0.544	0.424
[layout by cell type (no fill, tap or decap), types with 16 or more instances in the layout]
cell type / count
o21ai_0: 28
nor2_1: 26
a21oi_1: 32
ha_1: 113
xnor2_1: 16
and2_1: 55
inv_1: 284
mux2_2: 18
dfrtp_1: 44
buf_4: 22
clkdlybuf4s50_1: 27
fa_1: 188
nand2_1: 112
[metal layers]
metal	up-vias	global-route usage, %	wire length [um]
li1	3462	-	-
met1	3525	20.3	9950
met2	222	22.5	10300
met3	30	4.57	1800
met4	0	2.49	486
met5	-	0	0
[kinds of logic after synthesis]
kind of cell	synth area share, %
buffers and inverters	11.9
adder cells (fa/ha/maj)	50.6
AND/OR/NAND/NOR	12.2
AND-OR/OR-AND	9.38
flip-flops	11.3
XOR/XNOR	2.14
multiplexers	2.47
[metrics by stage]
step                total power, mW  util [%]  instances
CTS                           0.552      33.5       1578
floorplan                     0.283         -       1112
finish                        0.544      33.5       1578
global route                  0.564      33.5       1578
global placement              0.296      33.0       1570
detailed placement            0.296      33.0       1570
[worst reg2reg max path: stages, from the launching register on]
cell	delay [ns]
dfrtp_1	0.65
inv_1	0.35
nor2_1	0.31
fa_1	0.46
fa_1	0.47
fa_1	0.49
fa_1	0.41
fa_1	0.51
inv_1	0.05
fa_1	0.51
inv_1	0.06
ha_1	0.28
and3_1	0.22
o41ai_1	0.47
a31oi_1	0.13
o31ai_2	0.40
xor2_1	0.13
a221oi_2	0.26
[what timing repair did]
action | 4_1_cts | 5_1_grt
setup endpoints to repair | 0 | 3
hold buffers | 0 | 0
resized | 0 | 1
buffers inserted | 0 | 0
Power and IR drop assume default switching activity.
